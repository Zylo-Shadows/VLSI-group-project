<file path="flow/config.mk">
export PLATFORM = sky130hd
export DESIGN_NAME = pc_reg
export DESIGN_NICKNAME = pc_reg
export VERILOG_FILES = /design/flow/design.v
export SDC_FILE = /design/flow/constraint.sdc
export NUM_CORES = 4
export LEC_CHECK = 1
export CORE_UTILIZATION = 30
</file>
<file path="flow/constraint.sdc">
current_design pc_reg

set clk_period 7.9
set clk_io_pct 0.2

create_clock -name clk0 -period $clk_period [get_ports {clk}]

set non_clock_inputs [all_inputs -no_clocks]
set_input_delay [expr $clk_period * $clk_io_pct] -clock clk0 $non_clock_inputs
set_output_delay [expr $clk_period * $clk_io_pct] -clock clk0 [all_outputs]
</file>
<file path="flow/design.v">
package types;
    typedef enum logic [2:0] {
        R_TYPE = 3'b000,
        I_TYPE = 3'b001,
        S_TYPE = 3'b010,
        B_TYPE = 3'b011,
        U_TYPE = 3'b100,
        J_TYPE = 3'b101
    } inst_format_t;
    typedef enum logic [6:0] {
        OP_LUI       = 7'b0110111,
        OP_AUIPC     = 7'b0010111,
        OP_JAL       = 7'b1101111,
        OP_JALR      = 7'b1100111,
        OP_BRANCH    = 7'b1100011,
        OP_LOAD      = 7'b0000011,
        OP_STORE     = 7'b0100011,
        OP_OP_IMM    = 7'b0010011,
        OP_OP        = 7'b0110011,
        OP_MISC_MEM  = 7'b0001111,
        OP_SYSTEM    = 7'b1110011
    } opcode_t;
    typedef enum logic [2:0] {
        CMP_EQ   = 3'b000,
        CMP_NE   = 3'b001,
        CMP_LT   = 3'b100,
        CMP_GE   = 3'b101,
        CMP_LTU  = 3'b110,
        CMP_GEU  = 3'b111
    } cmp_op_t;
    typedef enum logic [3:0] {
        ALU_ADD  = 4'b0000,
        ALU_SUB  = 4'b1000,
        ALU_SLL  = 4'b0001,
        ALU_SLT  = 4'b0010,
        ALU_SLTU = 4'b0011,
        ALU_XOR  = 4'b0100,
        ALU_SRL  = 4'b0101,
        ALU_SRA  = 4'b1101,
        ALU_OR   = 4'b0110,
        ALU_AND  = 4'b0111
    } alu_op_t;
endpackage
module pc_reg (
    input  wire        clk,
    input  wire        rst_n,   
    input  wire        pc_en,
    input  wire [31:0] pc_start,
    input  wire        pc_load,
    input  wire [31:0] pc_in,
    output reg  [31:0] pc_out,
    output wire [31:0] pc_plus_4,
    output reg  [31:0] pc_next
);
    always @(posedge clk) begin
        if (!rst_n)
            pc_out <= pc_start;
        else if (pc_en)
            pc_out <= pc_next;
    end
    assign pc_plus_4 = pc_out + 32'd4;
    always @(*) begin
        if (pc_load)
            pc_next = pc_in;
        else
            pc_next = pc_plus_4;
    end
endmodule
</file>
<file path="flow/run.sh">
#!/bin/bash
# OpenROAD 26Q1-2900-gdf79404cd8, Yosys 0.63+post, stock flow scripts
make -C /OpenROAD-flow-scripts/flow DESIGN_CONFIG=/design/flow/config.mk WORK_HOME=/design/flow/orfs finish
</file>
==> impl_metrics.toml <==
# generated from flow reports
[worst_setup_path]
critPathTopFamily = "buffers and inverters"
worstSetupEndpointType = "output pin"
arrival_ns = 3.74
cp_num_buf_inv = 5
path_cells = "clkdlybuf4s50_1 -> buf_4 -> inv_1 -> buf_4 -> mux2_2 -> clkdlybuf4s50_1"
timing.rr.end = "pc_out[14]$_DFFE_PP_"
timing.critical_path.required_ns = 6.32
worst-r2r-setup-slack_ns = 5.56
start_kind = "input pin"
r2r_start = "pc_out[2]$_DFFE_PP_"
crit_end = "pc_next[18]"
critical_path_cell_count = 6
startpoint = "pc_load"
critical_path_class = "in -> out"
cp_max_fo = 30
max_stage_delay_ns = 0.42
critical_path.slowest_cell = "clkdlybuf4s50_1"
r2r_cells = 6

[synthesis]
postSynth.asyncResetShare_pct = 0
ys_seq_share_pct = 36.5
ff_type = "edfxtp_1"
yosys_warnings = 1
synth_top_cell_by_area = "edfxtp_1"
ys_area_sq_um = 2630
top_cells_by_area = "edfxtp_1, mux2_2, xnor2_1"
yosysTopAreaCellShare_pct = 36.5
syn_area_per_cell_sq_um = 10.4
yosys_cells = 253
syn_area_sq_um = 2630
numSynthFlops = 32
ys_types = 41
edf_count = 32
syn_inst = 253

[final_timing]
grt_setup_unrepaired = "false"
max_freq_ghz = 0.188
relSlewSlack_pct = 46.2
min_period_ns = 5.32
finalHoldViolations = 0
slew_viol_final = 0
min_period_over_period_pct = 67.4
holdWs_ns = 0.763
setup-violations-final = 0
finalClockSkew_ns = 0.00846
fin_tns_setup_ns = 0
tightest_slew_ns = 0.806

[finish]
instances_no_fill = 520
comb_area_sq_um = 1580
seq_area_sq_um = 961
layout-drive-gt1-share_pct = 15.2
largest_reg_flops = 32
final_area_sq_um = 4460
areaGrowthSynthToFinish_pct = 69.2
fill_cells = 754
regMostFlops = "pc_out"
top_regs = "pc_out (32)"

[grt]
track_usage_pct = 19.9
antenna_found_initial = 0
grt_pass1_vias = 2665
grt_start_max_net_pins = 35
grt.overflow.total = 0
grt_pass1_wl_microns = 13400

[power]
p_clk_share_pct = 21.0
vdd_drop_max_uv = 67.8
p_sw_share_pct = 25.9
power_leakage_nw = 1.66
p_per_area_nw_per_um2 = 131
seq_power_share_pct = 41.2
power_frac_comb_pct = 37.9
p_switching_mw = 0.151
internal-power_mw = 0.432

[clock_network]
cts_buffer_depth = 2
cts_max_level = 2
clkLatencyLatePin_ns = 0.28
numCtsBuffers = 5
ctsResizeCount = 0
cts_sinks = 32
cts_tree = "done"
cts_setup_buffers = 0
ctsHoldBuffers = 0
clockRootBuffer = "clkbuf_8"
clkTransAtPathRegs_ns = 0.07

[placement]
placed_cells = 512
gp_congestion = 0.822
io_buffers = 163
placed_cell_area_sq_um = 4380
dp_hpwl_microns = 6440

[flow_run]
warnings = 25
max_cap_violations = 0

[route]
remaining_drc_errors = 0
first_pass_iters = 4
diodes = 0
ant_nets = 0
post_drt_wl_per_cell_microns = 16.9
drt-initial-drc-count = 95
vias = 2661
via_per_inst = 5.12
drt-total-wl_microns = 8790

[floorplan]
die_x_microns = 95.7
chipArea_sq_um = 9160
fp_util_pct = 31.6
fp-row-count = 33
core_area_sq_um = 8340
die_h_microns = 95.7
ioPinCount = 164

[status]
status = "finished clean"

[worst_hold_path]
min_path_cells = 3
hold_class = "reg -> reg"
[layout make-up]
type / instances / area share [%]
Clock buffer: 7 / 1.71
Sequential cell: 32 / 21.6
Tap cell: 105 / 2.95
Timing Repair Buffer: 169 / 37.6
Multi-Input combinational cell: 198 / 35.4
Clock inverter: 1 / 0.0842
Inverter: 8 / 0.674
[layout by cell type (no fill, tap or decap), drive strengths merged, types with 3 or more instances in the layout]
| cell | instances |
|---|---|
| buf | 6 |
| xor2 | 7 |
| nor4 | 8 |
| clkbuf | 7 |
| nor3 | 3 |
| inv | 8 |
| a21oi | 3 |
| nand2 | 10 |
| xnor2 | 20 |
| and3 | 12 |
| a221o | 17 |
| o21ai | 4 |
| mux2i | 5 |
| nor2 | 18 |
| mux2 | 37 |
| nand4 | 11 |
| and4 | 5 |
| or3 | 6 |
| nand3 | 18 |
| nor2b | 6 |
| edfxtp | 32 |
| o2bb2ai | 3 |
| clkdlybuf4s50 | 163 |
[worst min-delay path by stage]
| stage | start | to |
|---|---|---|
| final | pc_out[1]$_DFFE_PP_ | pc_out[1]$_DFFE_PP_ |
| after global routing | pc_out[31]$_DFFE_PP_ | pc_out[31]$_DFFE_PP_ |
| after CTS | pc_out[1]$_DFFE_PP_ | pc_out[1]$_DFFE_PP_ |
[metal layers]
| metal | wire [microns] | vias to the layer above | GRT usage, % | share of wire (%) |
|---|---|---|---|---|
| li1 | - | 1299 | - | - |
| met3 | 612 | 7 | 4.18 | 7.0 |
| met1 | 3910 | 1254 | 29.8 | 45 |
| met2 | 4210 | 101 | 32.0 | 48 |
| met5 | 0 | - | 0 | 0 |
| met4 | 49 | 0 | 1.37 | 0.56 |
[power by group through the flow]
stage / clock network [mW] / registers, mW / logic [mW]
5_1_grt: 0.133 / 0.244 / 0.242
4_1_cts: 0.127 / 0.240 / 0.224
6_report: 0.122 / 0.240 / 0.221
[worst reg2reg max path: cells and delay by family, from the launching register on]
| kind | cells | cell delay [ns] |
|---|---|---|
| AND-OR/OR-AND | 1 | 0.34 |
| XOR/XNOR | 1 | 0.11 |
| flip-flops | 1 | 0.50 |
| adder cells (fa/ha/maj) | 1 | 0.28 |
| AND/OR/NAND/NOR | 3 | 0.87 |
[metrics by stage]
| step | total power, mW | setup WS (ns) | utilization [%] |
|---|---|---|---|
| final | 0.583 | 2.58 | 53.4 |
| after global routing | 0.620 | 2.47 | 53.4 |
| after CTS | 0.590 | 2.57 | 53.4 |
| after detailed placement | 0.465 | 2.58 | 52.5 |
| after global placement | 0.466 | 2.60 | 52.5 |
| after floorplan | 0.304 | 3.64 | - |
[Yosys cell counts, types with 2 or more instances]
| cell | n |
|---|---|
| nand2_1 | 9 |
| nor4_1 | 6 |
| nor2b_1 | 6 |
| buf_4 | 3 |
| mux2i_1 | 5 |
| nor3_1 | 2 |
| and3_1 | 11 |
| edfxtp_1 | 32 |
| clkbuf_1 | 9 |
| o2bb2ai_1 | 3 |
| a221o_1 | 16 |
| o21ai_0 | 4 |
| mux2_2 | 36 |
| and4_1 | 3 |
| or3_1 | 6 |
| and4_2 | 2 |
| xnor2_1 | 20 |
| xor2_1 | 7 |
| nand4_1 | 9 |
| inv_1 | 8 |
| nand3_1 | 17 |
| nor2_1 | 17 |
| a21oi_1 | 3 |
| buf_1 | 2 |
[kinds of logic after synthesis]
logic type | synth area share [%]
flops | 36.5
simple gates | 23.3
fa+ha+maj | 0.475
compound gates | 9.17
mux | 17.9
xor+xnor | 8.98
buf+inv | 3.75
Power figures rest on the tool's default switching activity, not on a simulated workload.
