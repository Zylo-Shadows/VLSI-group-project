## design/flow/config.mk

```make
export PLATFORM = sky130hd
export DESIGN_NAME = alu
export DESIGN_NICKNAME = alu
export VERILOG_FILES = /design/flow/design.v
export SDC_FILE = /design/flow/constraint.sdc
export NUM_CORES = 4
export LEC_CHECK = 1
export CORE_UTILIZATION = 50
```

## design/flow/constraint.sdc

```tcl
current_design alu

set clk_period 18.3
set clk_io_pct 0.2

create_clock -name clk0 -period $clk_period

set non_clock_inputs [all_inputs -no_clocks]
set_input_delay [expr $clk_period * $clk_io_pct] -clock clk0 $non_clock_inputs
set_output_delay [expr $clk_period * $clk_io_pct] -clock clk0 [all_outputs]
```

## design/flow/design.v

```verilog
package types;
    typedef enum logic [2:0] {
        R_TYPE = 3'b000,
        I_TYPE = 3'b001,
        S_TYPE = 3'b010,
        B_TYPE = 3'b011,
        U_TYPE = 3'b100,
        J_TYPE = 3'b101
    } inst_format_t;
    typedef enum logic [6:0] {
        OP_LUI       = 7'b0110111,
        OP_AUIPC     = 7'b0010111,
        OP_JAL       = 7'b1101111,
        OP_JALR      = 7'b1100111,
        OP_BRANCH    = 7'b1100011,
        OP_LOAD      = 7'b0000011,
        OP_STORE     = 7'b0100011,
        OP_OP_IMM    = 7'b0010011,
        OP_OP        = 7'b0110011,
        OP_MISC_MEM  = 7'b0001111,
        OP_SYSTEM    = 7'b1110011
    } opcode_t;
    typedef enum logic [2:0] {
        CMP_EQ   = 3'b000,
        CMP_NE   = 3'b001,
        CMP_LT   = 3'b100,
        CMP_GE   = 3'b101,
        CMP_LTU  = 3'b110,
        CMP_GEU  = 3'b111
    } cmp_op_t;
    typedef enum logic [3:0] {
        ALU_ADD  = 4'b0000,
        ALU_SUB  = 4'b1000,
        ALU_SLL  = 4'b0001,
        ALU_SLT  = 4'b0010,
        ALU_SLTU = 4'b0011,
        ALU_XOR  = 4'b0100,
        ALU_SRL  = 4'b0101,
        ALU_SRA  = 4'b1101,
        ALU_OR   = 4'b0110,
        ALU_AND  = 4'b0111
    } alu_op_t;
endpackage
import types::*;
module alu(
  input [31:0] operand_a, operand_b,		 
  input [3:0] alu_op,				         
  output reg [31:0] result			         
);
  always@(*)
  begin
    result = 32'b0;
    case(alu_op)
      ALU_ADD: result = operand_a + operand_b;
      ALU_SUB: result = operand_a - operand_b;
      ALU_SLL: result = operand_a << operand_b[4:0];  
      ALU_XOR: result = operand_a ^ operand_b;
      ALU_SRL: result = operand_a >> operand_b[4:0];  
      ALU_SRA: result = $signed(operand_a) >>> operand_b[4:0];  
      ALU_OR: result = operand_a | operand_b;
      ALU_AND: result = operand_a & operand_b;
      default: 	result = 'x;
    endcase
  end
endmodule
```

## design/flow/run.sh

```bash
#!/bin/bash
# OpenROAD 26Q1-2900-gdf79404cd8, Yosys 0.63+post, stock flow scripts
make -C /OpenROAD-flow-scripts/flow DESIGN_CONFIG=/design/flow/config.mk WORK_HOME=/design/flow/orfs finish
```

==> job_summary.md <==
## Implementation flow summary

| Metric | Value |
|---|---|
| Leakage power summed over all cells | `3.57 nW` |
| Vias in the first global route | `7767` |
| Tally of yosys warning messages | `1` |
| Last weighted congestion value of the routability-driven placer | `1.03` |
| Area of the die | `15600 um^2` |
| Summed instance area of the synthesized netlist | `7570 um^2` |
| Quantity of gates resized following cts | `0` |
| Core Rows | `44` |
| Number of endpoints failing setup at the final stage | `0` |
| Hold-fix buffer count after cts | `0` |
| Total Routed Length | `29.9 mm` |
| Pin count of the biggest net entering global routing | `65` |
| Fillcell total | `1407` |
| Largest fanout on the critical path | `64` |
| Setup repair bufs after CTS | `0` |
| Ratio of total power to cell area | `34.0 nW/um^2` |
| Fraction of power consumed by sequential logic | `0` |
| Data arrival at the endpoint of the critical path | `8.80 ns` |
| Path category of the worst min-delay check | `in2out` |
| Number of I/O port buffers | `100` |
| RSZ-0062 raised after global routing | `false` |
| Vias after detailed routing | `8543` |
| Minimum setup slack after placement | `5.89 ns` |
| Psw | `0.000160 W` |
| Cell area reported after detailed placement | `8570 um^2` |
| PnR worst setup slack | `5.84 ns` |
| Element type at the critical path start | `input port` |
| Seq Cell Count | `0` |
| Total tool warning count | `67` |
| Worst-margin pin slew | `0.984 ns` |
| Die width | `125 um` |
| Worst max-slew margin expressed relative to the limit | `0.337` |
| Crit path kind | `in2out` |
| Final Hold Viols | `0` |
| Most common library cell in the layout ignoring fill and taps | `sky130_fd_sc_hd__nor2_1` |
| Initial antenna violation count | `2` |
| Wire length of the first global-routing pass | `45.5 mm` |
| Diode count | `0` |
| Syn Inst Count | `1033` |
| Worst supply voltage drop on vdd | `0.0000241 V` |
| Average wire per cell in the routed design | `23.8 um` |
| Share of the core filled with cells | `0.585` |
| DIE HEIGHT | `125 um` |
| Clock power frac | `0` |
| Source of the critical timing path | `operand_b[1]` |
| Netlist cell types | `71` |
| Internal power component | `0.000132 W` |
| Area growth from synthesis to final layout | `13.2%` |
| Ratio of final minimum period to clock period | `0.681` |
| Sequential cell area | `0 um^2` |
| Final std cell area, no fill | `8570 um^2` |
| DRT antenna net count | `0` |
| Fraction of layout cells with a size suffix above 1 | `0.0913` |
| Maxcap violations | `0` |
| Initial Util | `0.517` |
| Number of clock-tree buffers in the layout | `0` |
| Sequential fraction of the synthesis area | `0` |
| Drt first-iter violations | `796` |
| Min Tclk post-route | `12.46 ns` |
| Top library cells by usage in the layout, fill and taps aside | `sky130_fd_sc_hd__nor2_1 (111), sky130_fd_sc_hd__ha_1 (97), sky130_fd_sc_hd__clkdlybuf4s50_1 (97), sky130_fd_sc_hd__nand2_1 (95), sky130_fd_sc_hd__a21oi_1 (80)` |
| Detail-routed via count per cell | `6.80` |
| Core footprint | `14600 um^2` |
| Crit path DRT | `14.64 ns` |
| Count of pins on the block boundary | `100` |
| Worst Hold Launch | `operand_b[0]` |
| Combinational group share of total power | `1.000` |
| Congestion Overflow GR | `0` |
| DPL Wire Length | `23.5 mm` |
| Fmax | `80.3 MHz` |
| Yosys synthesis chip area | `7570 um^2` |
| Setup TNS | `0 ns` |
| Switch share | `0.549` |
| Total DRC errors in the routed layout | `0` |
| Crit end category | `output port` |
| Detailed-routing iteration count for the pre-antenna-repair pass | `16` |
| Global Route Usage Sum | `0.388` |
| Result of the run | `finished clean` |
| Number of cells in the yosys synthesis report | `1033` |
| Mean cell area of the mapped netlist | `7.33 um^2` |
| Number of max-slew violations in the final report | `0` |
-- through the flow --
step                power (W)  cells  hold WS, ns
floorplan            0.000172   1033         7.53
global placement     0.000285   1257         8.53
detailed placement   0.000284   1257         8.52
CTS                  0.000286   1257         8.53
global route         0.000314   1257         8.59
finish               0.000292   1257         8.53
-- power groups by stage --
stage	combinational [W]	sequential (W)	clock, W
global route	0.000314	0	0
CTS	0.000286	0	0
finish	0.000292	0	0
-- path summary, 6_finish.rpt --
kind | endpoint | depth (start not counted)
max | result[30] | 21
min | result[0] | 5
-- Yosys cell counts (12+ instances only) --
library cell | number | share of area
sky130_fd_sc_hd__o2111ai_1 | 13 | 0.015
sky130_fd_sc_hd__mux2i_1 | 47 | 0.062
sky130_fd_sc_hd__nor3_1 | 23 | 0.015
sky130_fd_sc_hd__o21ai_0 | 77 | 0.051
sky130_fd_sc_hd__a22oi_1 | 12 | 0.012
sky130_fd_sc_hd__o211ai_1 | 14 | 0.014
sky130_fd_sc_hd__a21o_1 | 13 | 0.013
sky130_fd_sc_hd__a31oi_1 | 12 | 0.0099
sky130_fd_sc_hd__nand2_1 | 95 | 0.047
sky130_fd_sc_hd__ha_1 | 97 | 0.16
sky130_fd_sc_hd__xnor2_1 | 45 | 0.052
sky130_fd_sc_hd__nor2_1 | 111 | 0.055
sky130_fd_sc_hd__clkbuf_1 | 52 | 0.026
sky130_fd_sc_hd__inv_1 | 72 | 0.036
sky130_fd_sc_hd__nand3_1 | 16 | 0.011
sky130_fd_sc_hd__mux4_2 | 54 | 0.16
sky130_fd_sc_hd__a21oi_1 | 81 | 0.054
-- metal layers --
metal / wire (um) / vias up / global-route usage / part of all wire
met3: 3420 / 85 / 0.0898 / 0.11
met1: 12900 / 3986 / 0.584 / 0.43
met4: 1230 / 2 / 0.131 / 0.041
met2: 12400 / 524 / 0.550 / 0.41
met5: 11 / - / 0 / 0.00037
li1: - / 3946 / - / -
-- worst max-delay path, cell delays in order --
cell and delay [ns]:
sky130_fd_sc_hd__buf_2 0.10, sky130_fd_sc_hd__buf_4 0.35, sky130_fd_sc_hd__inv_1 0.59, sky130_fd_sc_hd__ha_1 0.29
sky130_fd_sc_hd__nand2_1 0.14, sky130_fd_sc_hd__nor3_1 0.43, sky130_fd_sc_hd__nand3_1 0.19, sky130_fd_sc_hd__nor2_2 0.24
sky130_fd_sc_hd__and4_1 0.27, sky130_fd_sc_hd__nor2_1 0.06, sky130_fd_sc_hd__xnor2_1 0.17, sky130_fd_sc_hd__ha_1 0.39
sky130_fd_sc_hd__and2_1 0.23, sky130_fd_sc_hd__and3_1 0.20, sky130_fd_sc_hd__a221o_1 0.30, sky130_fd_sc_hd__a21oi_1 0.16
sky130_fd_sc_hd__o21a_1 0.13, sky130_fd_sc_hd__o21ai_0 0.09, sky130_fd_sc_hd__xnor2_1 0.16, sky130_fd_sc_hd__a32oi_1 0.14
sky130_fd_sc_hd__clkdlybuf4s50_1 0.48
-- cell type report --
class	count	area (um^2)	share of cell area
inverter	74	278	0.0324
multi-input combinational	883	6960	0.811
tap	184	230	0.0269
timing repair buffer	116	1110	0.129
-- cells by family (layout without fill, tap and decap cells) --
family / count (synthesis) / after routing / synth area share
xor+xnor: 54 / 54 / 0.0624
mux: 108 / 108 / 0.233
compound gates: 322 / 322 / 0.279
fa+ha+maj: 98 / 98 / 0.163
buf+inv: 150 / 190 / 0.0828
simple gates: 301 / 301 / 0.180
No activity file was given, so power comes from the tool's default toggle rates.
