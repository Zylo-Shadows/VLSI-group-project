### design.v
package types;
    typedef enum logic [2:0] {
        R_TYPE = 3'b000,
        I_TYPE = 3'b001,
        S_TYPE = 3'b010,
        B_TYPE = 3'b011,
        U_TYPE = 3'b100,
        J_TYPE = 3'b101
    } inst_format_t;
    typedef enum logic [6:0] {
        OP_LUI       = 7'b0110111,
        OP_AUIPC     = 7'b0010111,
        OP_JAL       = 7'b1101111,
        OP_JALR      = 7'b1100111,
        OP_BRANCH    = 7'b1100011,
        OP_LOAD      = 7'b0000011,
        OP_STORE     = 7'b0100011,
        OP_OP_IMM    = 7'b0010011,
        OP_OP        = 7'b0110011,
        OP_MISC_MEM  = 7'b0001111,
        OP_SYSTEM    = 7'b1110011
    } opcode_t;
    typedef enum logic [2:0] {
        CMP_EQ   = 3'b000,
        CMP_NE   = 3'b001,
        CMP_LT   = 3'b100,
        CMP_GE   = 3'b101,
        CMP_LTU  = 3'b110,
        CMP_GEU  = 3'b111
    } cmp_op_t;
    typedef enum logic [3:0] {
        ALU_ADD  = 4'b0000,
        ALU_SUB  = 4'b1000,
        ALU_SLL  = 4'b0001,
        ALU_SLT  = 4'b0010,
        ALU_SLTU = 4'b0011,
        ALU_XOR  = 4'b0100,
        ALU_SRL  = 4'b0101,
        ALU_SRA  = 4'b1101,
        ALU_OR   = 4'b0110,
        ALU_AND  = 4'b0111
    } alu_op_t;
endpackage
module register_file (
    input  wire        clk,
    input  wire        rst_n,
    input  wire [4:0]  rs1_addr,
    input  wire [4:0]  rs2_addr,
    input  wire [4:0]  rd_addr,
    input  wire [31:0] rd_data,
    output reg  [31:0] rs1_data,
    output reg  [31:0] rs2_data,
    output reg  [31:0] r16,
    output reg  [31:0] r17,
    output reg  [31:0] r18
);
    reg [31:0] regfile [0:18];
    integer i;
    always @(posedge clk) begin
        if (!rst_n) begin
            for (i = 0; i < 19; i = i + 1)
                regfile[i] <= 32'd0;
        end else begin
            if (rd_addr != 5'd0)
                regfile[rd_addr] <= rd_data;
        end
    end
    assign rs1_data = regfile[rs1_addr[3:0]];
    assign rs2_data = regfile[rs2_addr[3:0]];
    assign r16 = regfile[5'd16];
    assign r17 = regfile[5'd17];
    assign r18 = regfile[5'd18];
endmodule
### run.sh
#!/bin/bash
# OpenROAD 26Q1-2900-gdf79404cd8, Yosys 0.63+post, stock flow scripts
make -C /OpenROAD-flow-scripts/flow DESIGN_CONFIG=/design/flow/config.mk WORK_HOME=/design/flow/orfs finish
### config.mk
export PLATFORM = sky130hd
export DESIGN_NAME = register_file
export DESIGN_NICKNAME = register_file
export VERILOG_FILES = /design/flow/design.v
export SDC_FILE = /design/flow/constraint.sdc
export NUM_CORES = 4
export LEC_CHECK = 1
export CORE_UTILIZATION = 30
### constraint.sdc
current_design register_file

set clk_period 15.8
set clk_io_pct 0.2

create_clock -name clk0 -period $clk_period [get_ports {clk}]

set non_clock_inputs [all_inputs -no_clocks]
set_input_delay [expr $clk_period * $clk_io_pct] -clock clk0 $non_clock_inputs
set_output_delay [expr $clk_period * $clk_io_pct] -clock clk0 [all_outputs]
==> deck_impl_summary.md <==
Physical Implementation Snapshot

Outcome
  – Status: finished clean

Critical path
  – CP Cell Sequence: clkbuf_8 > buf_4 > buf_4 > mux4_2 > a22oi_1 > nand2_1 > clkdlybuf4s50_1
  – CP Launch Type: primary input
  – Critical path type: in -> out
  – Max incr delay on CP: 700 ps
  – Worst R2R Start: regfile[18][19]
  – CP max-delay cell: buf_4
  – CP Capture Type: output port
  – Cell repeated most along the worst path: buf_4
  – Arr. time, crit path: 6600 ps
  – Required time of the worst setup path: 12640 ps
  – Max FO, Critical Path: 41
  – Worst Setup SP: rs1_addr[0]

Routing
  – Final ANT Viol Nets: 0
  – Average wire per standard cell: 27.1 um
  – Final WL: 93000 um
  – Antenna diodes: 0
  – DR vias: 17.9k
  – Iteration-0 DRC Markers: 831
  – DRC: 0
  – Vias per inst: 5.22
  – DRT Pass-1 Iters: 4

Cells and area
  – Max FFs per register: 608
  – Layout area overhead: 18.8%
  – Layout cells sized above 1: 22.1%
  – Register bank with the most flops: regfile
  – Top flop regs: regfile (608)

Placed design
  – Post-Place Worst Slack: 5920 ps
  – IO buf count: 206
  – RD Place Congestion: 0.807
  – DP Wirelength: 52100 um

Logic synthesis
  – Synth Flop Type: edfxtp_1
  – Sequential share of the synthesized area: 59.8%
  – Synth Area per Inst: 15.6 sq um
  – Asr flop ratio synth: 0%
  – Ys Warns: 6
  – Area reported by Yosys stat: 30000 sq um
  – Number of synthesized flops with an enable pin: 576
  – Post-synthesis instance total: 1928
  – Yosys cell count: 1928
  – Top cell area share: 57.6%
  – Synthesized cell area: 30000 sq um
  – Commonest cells post-synth: edfxtp_1 (576), and2_1 (521), mux4_2 (256)
  – Yosys top cell by area: edfxtp_1
  – Cell with the most instances after synthesis: edfxtp_1
  – Top cells by area: edfxtp_1 (58%), mux4_2 (19%), and2_1 (11%)
  – Yosys cell types: 35
  – Synth Register Bits: 608

Floorplanning
  – Core area: 98700 sq um
  – Die height: 318 um
  – Num ports: 209
  – Chip area: 101000 sq um
  – Floorplan-stage core utilization: 30.4%
  – Row cnt: 115
  – Chip width: 318 um

Final timing
  – Worst-case headroom to the max-slew limit: 39.9%
  – RSZ-0062 raised after global routing: false
  – Final Hold Viols: 0
  – Max-slew violations: 0
  – Setup TNS: 0 ps
  – Fmax: 102 MHz
  – PnR worst setup slack: 6040 ps
  – Slew @ Worst Pin: 899 ps
  – Final setup viols: 0
  – Tmin final: 9760 ps
  – Layout Skew: 0 ps
  – Fin crit share: 61.8%

Clocking
  – Root buf cell: clkbuf_16
  – Count of hold-fix buffers inserted at cts: 0
  – Worst-path clk slew: 60 ps
  – Deepest clock path buffer count: 3
  – Cts repair resizes: 0
  – # H-tree levels: 2
  – Skew-Pair Late Insertion Delay: 620 ps
  – Clock sink count: 608
  – CTS tree: built
  – TritonCTS Buffers: 59
  – Setup bufs post-CTS: 0

GRT
  – Pin count of the biggest net entering global routing: 85
  – Global-route wire length before repair: 134000 um
  – Vias in the first global route: 20.1k
  – Gr usage total: 19.6%
  – GR Overflow Total: 0
  – Antenna violations before repair: 2

Run
  – Count of tool warnings: 27
  – MaxCap Viol Count: 0

Power
  – Worst VDD drop: 0.0863 mV
  – PwrDens: 106 nW/um^2
  – P_leak: 12.0 nW

Min path
  – Hold Crit Class: reg -> reg
  – Worst hold path startpoint: regfile[18][2]
==> where the power goes <==
group | internal [W] | switching (W) | leakage [nW] | total (W)
clock | 0.000811 | 0.000614 | 0.953 | 0.00143
sequential | 0.00186 | 0.0000391 | 5.76 | 0.00190
combinational | 0.000217 | 0.000236 | 5.32 | 0.000453
total | 0.00289 | 0.000888 | 12.0 | 0.00378
==> routing by layer <==
layer / vias to the layer above / GRT usage [%] / wire length, um
met5: - / 0.236 / 36
met4: 2 / 4.86 / 2680
met3: 157 / 14.8 / 15500
met2: 1254 / 29.9 / 43700
met1: 8779 / 21.8 / 31000
li1: 7721 / - / -
==> metrics by stage <==
step                std cells  power (W)  cell area [sq um]  utilization (%)  hold slack [ps]
global placement         3322    0.00237              33700             34.2              463
floorplan                1959    0.00216              30100                -              439
finish                   3434    0.00378              35700             36.1              477
detailed placement       3322    0.00239              33700             34.2              472
global route             3434    0.00390              35700             36.1              497
CTS                      3434    0.00381              35700             36.1              482
==> cells by family (layout without fill, tap and decap cells) <==
kind of cell	Yosys count	count (layout)	share of synthesized area, %
AND-OR/OR-AND	207	207	5.07
buffers and inverters	206	394	2.89
AND/OR/NAND/NOR	650	650	13.1
multiplexers	256	256	19.2
other	1	32	0.0125
flip-flops	608	608	59.8
==> critical path: cells and delay by family <==
family | cells | cell delay (ps)
simple gates | 1 | 270
mux | 1 | 590
buf+inv | 4 | 2250
compound gates | 1 | 250
==> path summary, 6_finish.rpt <==
| check | cells past startpoint | slack, ps | endpoint |
|---|---|---|---|
| hold reg to reg | 2 | 480 | regfile[18][2] |
| setup / recovery | 7 | 6040 | rs1_data[1] |
| hold / removal | 2 | 480 | regfile[18][2] |
| setup reg to reg | 2 | 15070 | regfile[18][19] |
==> area by class of cell <==
class / instances / area, sq um
repair buffers: 266 / 2520
clock inverters: 35 / 332
flip-flops and latches: 608 / 17900
clock buffers: 77 / 1600
fillers: 9031 / 63100
inverters: 16 / 60.1
multi-input cells: 1145 / 11600
well taps: 1287 / 1610
==> placed cells by master, fill, tap and decap left out, drive strengths merged, types with 31 or more instances in the layout <==
master,instances
a22oi,128
and2,531
buf,63
clkbuf,79
clkdlybuf4s50,201
conb,32
dfxtp,32
edfxtp,576
mux4,256
nand2,65
o21ai,31
Power and IR drop assume default switching activity.
