===== flow/config.mk =====
export PLATFORM = sky130hd
export DESIGN_NAME = mux_3to1
export DESIGN_NICKNAME = mux_3to1
export VERILOG_FILES = /design/flow/design.v
export SDC_FILE = /design/flow/constraint.sdc
export NUM_CORES = 4
export LEC_CHECK = 1
export CORE_AREA = 10 10 89 89
export DIE_AREA = 0 0 99 99

===== flow/constraint.sdc =====
current_design mux_3to1

set clk_period 3.1
set clk_io_pct 0.2

create_clock -name clk0 -period $clk_period

set non_clock_inputs [all_inputs -no_clocks]
set_input_delay [expr $clk_period * $clk_io_pct] -clock clk0 $non_clock_inputs
set_output_delay [expr $clk_period * $clk_io_pct] -clock clk0 [all_outputs]

===== flow/run.sh =====
#!/bin/bash
# OpenROAD 26Q1-2900-gdf79404cd8, Yosys 0.63+post, stock flow scripts
make -C /OpenROAD-flow-scripts/flow DESIGN_CONFIG=/design/flow/config.mk WORK_HOME=/design/flow/orfs finish

===== flow/design.v =====
package types;
    typedef enum logic [2:0] {
        R_TYPE = 3'b000,
        I_TYPE = 3'b001,
        S_TYPE = 3'b010,
        B_TYPE = 3'b011,
        U_TYPE = 3'b100,
        J_TYPE = 3'b101
    } inst_format_t;
    typedef enum logic [6:0] {
        OP_LUI       = 7'b0110111,
        OP_AUIPC     = 7'b0010111,
        OP_JAL       = 7'b1101111,
        OP_JALR      = 7'b1100111,
        OP_BRANCH    = 7'b1100011,
        OP_LOAD      = 7'b0000011,
        OP_STORE     = 7'b0100011,
        OP_OP_IMM    = 7'b0010011,
        OP_OP        = 7'b0110011,
        OP_MISC_MEM  = 7'b0001111,
        OP_SYSTEM    = 7'b1110011
    } opcode_t;
    typedef enum logic [2:0] {
        CMP_EQ   = 3'b000,
        CMP_NE   = 3'b001,
        CMP_LT   = 3'b100,
        CMP_GE   = 3'b101,
        CMP_LTU  = 3'b110,
        CMP_GEU  = 3'b111
    } cmp_op_t;
    typedef enum logic [3:0] {
        ALU_ADD  = 4'b0000,
        ALU_SUB  = 4'b1000,
        ALU_SLL  = 4'b0001,
        ALU_SLT  = 4'b0010,
        ALU_SLTU = 4'b0011,
        ALU_XOR  = 4'b0100,
        ALU_SRL  = 4'b0101,
        ALU_SRA  = 4'b1101,
        ALU_OR   = 4'b0110,
        ALU_AND  = 4'b0111
    } alu_op_t;
endpackage
module mux_3to1 #(
    parameter WIDTH = 32
) (
    input  logic       [1:0] sel,
    input  logic [WIDTH-1:0] in0,
    input  logic [WIDTH-1:0] in1,
    input  logic [WIDTH-1:0] in2,
    output logic [WIDTH-1:0] out
);
    always_comb begin
        unique case (sel)
            2'd0: out = in0;
            2'd1: out = in1;
            2'd2: out = in2;
            2'd3: out = 'x;
            default: out = 'x;
        endcase
    end
endmodule

==> impl_metrics.toml <==
# yosys + openroad results
[pwr]
irDropWorstVdd_mv = 0.0535
power.leakage_nw = 0.745
power_uw = 324
power.density_mw_per_mm2 = 157

[critical_path]
path_max_fanout = 34
worst-setup-path-type = "in2out"
endpoint_kind = "primary output"
startpoint = "sel[0]"
worstPathRequired_ns = 2.48
cp_data_arrival_time_ns = 2.35
cp-start-kind = "input pin"

[yosys]
top_area_frac = 0.377
ys_area_sq_um = 637
postSynthAreaPerCell_sq_um = 5.64
adder_share = 0.0393
synthMuxAreaShare = 0
synthesis.area_sq_um = 637
yosysTopAreaCell = "a22oi_1"
simple_gate_area_frac = 0.189
synth_stat.cells = 113
seq_area_frac_synth = 0
top_logic_kind = "AND-OR/OR-AND gates"
yosys_warnings = 1
area_leaders = "a22oi_1, o21ai_1, nand2_1"
ys_sh_xor = 0
synth-compound-area-share = 0.629
ys_types = 8
syn-instance-count = 113

[clock_tree]
cts_setup_buffers = 0
cts_hold_buf = 0
cts_resized = 0

[place]
gp_routability_congestion = 0.769
portBuffers = 130
placed_area_sq_mm = 0.00206
hpwl_mm = 4.01
placed_cells = 311
dp_slack_ns = 0.103

[final_timing]
fin_crit_sh = 0.957
fin_ws_ns = 0.134
setup_viol = 0
final_hold_viol_count = 0
slew_viol_final = 0
max_freq_mhz = 337
relSlewSlack = 0.849
fin_crit_ns = 2.97
rsz0062_at_grt = "no"
worst_pin_slew_ns = 0.226
tns_ns = 0

[hold_path]
holdCritStartpoint = "in0[1]"
hp-class = "in2out"

[global_route]
overflow = 0
met1_usage = 0.101
met2_usage = 0.137
grt_usage = 0.0828
grt_pass1_wl_mm = 6.79
grt_max_degree = 35
grt_pass1_vias = 1286
use_met3 = 0.0402
busiest_layer = "met2"
antenna_found_initial = 0

[floorplan]
fp-row-count = 28
fp.dieH_um = 99
fp-utilization = 0.106
coreArea_sq_mm = 0.00599
die_w_um = 99
ioPinCount = 130
dieArea_sq_mm = 0.00980

[finish]
nFlopsAndLatches = 0
stdcell_area_sq_mm = 0.00206
nFillCells = 607
syn2layout_area_growth_pct = 223
drive_gt1_frac = 0.0297
flop_area_sq_um = 0
fin_cells = 311
nClkBuffers = 0

[flow_run]
cap_violations = 0
openroad.warnings = 33

[route]
diodes = 0
postRouteAntennaNets = 0
drtIter0Drc = 41
drc_errors = 0
num_vias = 1287
viasPerCell = 4.14
routedWlPerCell_um = 15.0
dr.pass1.iters = 4
routed_wl_mm = 4.68

[status]
run_status = "finished clean"
## worst max-delay path, cell delays in order
cell and delay (ns):
clkdlybuf4s50_1 0.48, inv_1 0.05, ha_2 0.36, buf_12 0.18
nand2_1 0.06, o21ai_1 0.09, clkdlybuf4s50_1 0.49
## layout by cell type (no fill, tap or decap)
| cell | synthesis | final |
|---|---|---|
| nand2_1 | 32 | 32 |
| inv_1 | 2 | 2 |
| ha_2 | 0 | 1 |
| a22oi_1 | 32 | 32 |
| o21ai_0 | 2 | 2 |
| buf_4 | 0 | 1 |
| clkdlybuf4s50_1 | 0 | 130 |
| buf_12 | 0 | 5 |
| o21ai_1 | 30 | 30 |
| ha_1 | 2 | 1 |
## layout make-up
| class | count | area [sq um] | area share |
|---|---|---|---|
| timing repair buffer | 136 | 1410 | 0.684 |
| inverter | 2 | 7.51 | 0.00365 |
| tap | 75 | 93.8 | 0.0456 |
| multi-input combinational | 98 | 548 | 0.266 |
## cell families (layout without fill, tap and decap cells)
| group | after synthesis | count (layout) |
|---|---|---|
| compound gates | 64 | 64 |
| simple gates | 32 | 32 |
| buf+inv | 15 | 138 |
| fa+ha+maj | 2 | 2 |
## path summary, 6_finish.rpt
kind | slack (ns) | cells past startpoint | endpoint
max | 0.13 | 7 | out[20]
min | 2.15 | 4 | out[1]
## metrics by stage
stage	hold slack, ns	util
5_1_grt	2.18	0.344
3_3_place_gp	2.15	0.344
6_report	2.15	0.344
4_1_cts	2.15	0.344
2_1_floorplan	1.30	-
3_5_place_dp	2.15	0.344
## per-layer routing
metal  vias up  share of wire
met4         0              0
met5         -              0
met2        81           0.45
met1       538           0.40
li1        668              -
met3         0           0.15
## report_power, final
group | total (mW) | switching [mW] | internal (mW)
registers | 0 | 0 | 0
logic | 0.324 | 0.0910 | 0.232
clock network | 0 | 0 | 0
## synthesized netlist by cell type (all sizes together)
library cell	count
a22oi	32
o21ai	32
inv	2
nand2	32
buf	13
ha	2
