File: design/flow/design.v
package types;
    typedef enum logic [2:0] {
        R_TYPE = 3'b000,
        I_TYPE = 3'b001,
        S_TYPE = 3'b010,
        B_TYPE = 3'b011,
        U_TYPE = 3'b100,
        J_TYPE = 3'b101
    } inst_format_t;
    typedef enum logic [6:0] {
        OP_LUI       = 7'b0110111,
        OP_AUIPC     = 7'b0010111,
        OP_JAL       = 7'b1101111,
        OP_JALR      = 7'b1100111,
        OP_BRANCH    = 7'b1100011,
        OP_LOAD      = 7'b0000011,
        OP_STORE     = 7'b0100011,
        OP_OP_IMM    = 7'b0010011,
        OP_OP        = 7'b0110011,
        OP_MISC_MEM  = 7'b0001111,
        OP_SYSTEM    = 7'b1110011
    } opcode_t;
    typedef enum logic [2:0] {
        CMP_EQ   = 3'b000,
        CMP_NE   = 3'b001,
        CMP_LT   = 3'b100,
        CMP_GE   = 3'b101,
        CMP_LTU  = 3'b110,
        CMP_GEU  = 3'b111
    } cmp_op_t;
    typedef enum logic [3:0] {
        ALU_ADD  = 4'b0000,
        ALU_SUB  = 4'b1000,
        ALU_SLL  = 4'b0001,
        ALU_SLT  = 4'b0010,
        ALU_SLTU = 4'b0011,
        ALU_XOR  = 4'b0100,
        ALU_SRL  = 4'b0101,
        ALU_SRA  = 4'b1101,
        ALU_OR   = 4'b0110,
        ALU_AND  = 4'b0111
    } alu_op_t;
endpackage
module conv33 #(
    parameter PIXEL_WIDTH = 8,           
    parameter ACCW        = 16           
)(
    input  logic             clk,   
    input  logic             rst_n,
    input  logic             shift_en,  
    input  logic signed [PIXEL_WIDTH-1:0] pix_top,  
    input  logic signed [PIXEL_WIDTH-1:0] pix_mid,
    input  logic signed [PIXEL_WIDTH-1:0] pix_bot,
    input  logic [1:0]             mode,    
    output logic [PIXEL_WIDTH-1:0] pixel_out
);
    logic signed [PIXEL_WIDTH-1:0] t0, t1;  
    logic signed [PIXEL_WIDTH-1:0] m0, m1;  
    logic signed [PIXEL_WIDTH-1:0] b0, b1;  
    function automatic logic signed[ACCW-1:0] sx;
       input signed [PIXEL_WIDTH-1:0] v;
       begin
       sx = $signed({{(ACCW-PIXEL_WIDTH){v[PIXEL_WIDTH-1]}}, v});
       end
    endfunction
    logic signed [ACCW-1:0] pass_through;
    logic signed [ACCW-1:0] conv_sharpen;
    logic signed [ACCW -1:0] gauss_sum;
    logic signed [ACCW-1:0] conv_gaussian;
    logic signed [ACCW-1:0] conv_edge;
    assign pass_through =
        sx(m1);
    assign conv_sharpen =
        (5 * sx(m1)) - ( sx(t1) + sx(m0) + sx(pix_mid) + sx(b1) );
    assign gauss_sum =
        sx(t0) + (2*sx(t1)) + sx(pix_top)
      + (2*sx(m0)) + (4*sx(m1)) + (2*sx(pix_mid))
      + sx(b0) + (2*sx(b1)) + sx(pix_bot);
     assign conv_gaussian = gauss_sum >>> 4;  
    assign conv_edge =
        8 * sx(m1)
      - ( sx(t0) + sx(t1) + sx(pix_top)
        + sx(m0)          + sx(pix_mid)
        + sx(b0) + sx(b1) + sx(pix_bot) );
       function automatic logic[PIXEL_WIDTH-1:0] saturate_8bit;
        input signed [ACCW-1:0] val;
        begin
            if (val < 0)
                saturate_8bit = 0;
            else if (val > 255)
                saturate_8bit = 8'd255;
            else
                saturate_8bit = val[7:0];
        end
    endfunction
    logic signed [ACCW-1:0] selected_kernel;
    always_comb begin
      unique case (mode)
         2'd0: selected_kernel = pass_through;
         2'd1: selected_kernel = conv_sharpen;
         2'd2: selected_kernel = conv_gaussian;
         2'd3: selected_kernel = conv_edge;
      endcase
    end
    assign pixel_out = saturate_8bit(selected_kernel);
    always_ff @(posedge clk) begin
      if (!rst_n) begin
         t0<=0;  t1<=0; m0<=0;  m1<=0; b0<=0; b1<=0;
      end else if (shift_en) begin
         t0 <= t1;    t1 <= pix_top;
         m0 <= m1;    m1 <= pix_mid;
         b0 <= b1;    b1 <= pix_bot;
      end
    end
endmodule
module dsp #(
  parameter int PIXEL_WIDTH = 8,
  parameter int ACCW        = 16,
  parameter int R_IDX = 0,
  parameter int G_IDX = 1,
  parameter int B_IDX = 2,
  parameter int A_IDX = 3
)(
  input wire       clk,        
  input wire       rst_n,
  input wire       shift_en,   
  input wire [1:0] mode,       
  input wire [31:0] top_pix,    
  input wire [31:0] mid_pix,    
  input wire [31:0] bot_pix,    
  output wire [31:0] pixel_out   
);
  function automatic [7:0] byte_at (input logic [31:0] w, input int idx);
    byte_at = w[idx*8 +: 8];
  endfunction
  wire [7:0] A_passthru = byte_at(mid_pix, A_IDX);
  wire [PIXEL_WIDTH-1:0] R_out;
  conv33 #(.PIXEL_WIDTH(PIXEL_WIDTH), .ACCW(ACCW)) u_conv_R (
    .clk(clk), .rst_n(rst_n), .shift_en(shift_en),
    .pix_top( byte_at(top_pix, R_IDX) ),    
    .pix_mid( byte_at(mid_pix, R_IDX) ),
    .pix_bot( byte_at(bot_pix, R_IDX) ),
    .mode(mode),
    .pixel_out(R_out)
  );
  wire [PIXEL_WIDTH-1:0] G_out;
  conv33 #(.PIXEL_WIDTH(PIXEL_WIDTH), .ACCW(ACCW)) u_conv_G (
    .clk(clk), .rst_n(rst_n), .shift_en(shift_en),
    .pix_top( byte_at(top_pix, G_IDX) ),
    .pix_mid( byte_at(mid_pix, G_IDX) ),
    .pix_bot( byte_at(bot_pix, G_IDX) ),
    .mode(mode),
    .pixel_out(G_out)
  );
  wire [PIXEL_WIDTH-1:0] B_out;
  conv33 #(.PIXEL_WIDTH(PIXEL_WIDTH), .ACCW(ACCW)) u_conv_B (
    .clk(clk), .rst_n(rst_n), .shift_en(shift_en),
    .pix_top( byte_at(top_pix, B_IDX) ),
    .pix_mid( byte_at(mid_pix, B_IDX) ),
    .pix_bot( byte_at(bot_pix, B_IDX) ),
    .mode(mode),
    .pixel_out(B_out)
  );
  assign pixel_out[7:0]   = R_out;
  assign pixel_out[15:8]  = G_out;
  assign pixel_out[23:16] = B_out;
  assign pixel_out[31:24] = A_passthru;
endmodule
File: design/flow/run.sh
#!/bin/bash
# OpenROAD 26Q1-2900-gdf79404cd8, Yosys 0.63+post, stock flow scripts
make -C /OpenROAD-flow-scripts/flow DESIGN_CONFIG=/design/flow/config.mk WORK_HOME=/design/flow/orfs finish
File: design/flow/config.mk
export PLATFORM = sky130hd
export DESIGN_NAME = dsp
export DESIGN_NICKNAME = dsp
export VERILOG_FILES = /design/flow/design.v
export SDC_FILE = /design/flow/constraint.sdc
export NUM_CORES = 4
export LEC_CHECK = 1
export CORE_UTILIZATION = 50
File: design/flow/constraint.sdc
current_design dsp

set clk_period 20.8
set clk_io_pct 0.2

create_clock -name clk0 -period $clk_period [get_ports {clk}]

set non_clock_inputs [all_inputs -no_clocks]
set_input_delay [expr $clk_period * $clk_io_pct] -clock clk0 $non_clock_inputs
set_output_delay [expr $clk_period * $clk_io_pct] -clock clk0 [all_outputs]
==> flow_summary_export.csv <==
group,metric,value,unit
synthesis,synthMuxAreaShare,7.39,%
synthesis,area_leaders,"fa_1, ha_1, dfxtp_1",
drt,wire_per_inst,16.5,um
clock_tree,clk_path_buf_depth,2,
global_routing,grt_max_degree,74,
timing,finalCriticalPeriod,16470,ps
placement,dp_hpwl,45300,um
global_routing,grt_pass1_vias,17700,
clock_tree,htreeDepth,4,
synthesis,ys_warn_count,2,
synthesis,top_cell_area_share,33.2,%
synthesis,ys_sh_xor,5.06,%
synthesis,simple_gate_share,9.51,%
flow_run,cap_violations,0,
timing,fin_crit_sh,79.2,%
drt,antenna-diode-count,0,
critical_path,cp-startpoint,"top_pix[1]",
synthesis,async_reset_ff_share,0,%
layout,syn_to_final_growth,9.18,%
floorplan,die_x,224,um
synthesis,synth_cell_types,72,
layout,seq_area,0.00288,mm2
pwr,power,4.11,mW
placement,gp_congestion,0.907,
synthesis,syn_area_per_cell,9.71,um2
clock_tree,clkSinkCount,144,
pwr,p_per_area,152,mW/mm2
synthesis,edf_count,0,
timing,clock_skew,5.54,ps
synthesis,synthCells,2550,
floorplan,chipHeight,224,um
synthesis,aoi_share,11.7,%
synthesis,adder_share,45.8,%
layout,comb_area,0.0197,mm2
clock_tree,clk_latency,490,ps
drt,firstDrtPassIters,5,
critical_path,worstPathRequired,16640,ps
layout,drive_above_1_share,2.92,%
timing,hold_viol,0,
clock_tree,cts_hold_buf,0,
floorplan,fp_util,50.7,%
critical_path,crit_arrival,12310,ps
synthesis,topCombFamilyByArea,"adder cells",
synthesis,ys_area,0.0247,mm2
flow_run,warning_count,56,
drt,ant_nets,0,
floorplan,core.rowCount,81,
critical_path,worstSetupPathType,"input pin to primary output",
synthesis,synth_stat.cells,2550,
floorplan,core_area,0.0488,mm2
critical_path,timing.rr.start,"u_conv_B.m1[7]$_SDFFE_PN0P_",
worst_hold_path,min-delay-start,"u_conv_R.b0[0]$_SDFFE_PN0P_",
layout,lay_top_count,"inv_1",
worst_hold_path,holdCritPathClass,"flip-flop to flip-flop",
floorplan,die_area,0.0504,mm2
synthesis,yosysTopAreaCell,"fa_1",
layout,n_fill_cell,4342,
global_routing,grt-ovfl-total,0,
clock_tree,cts_setup_buffers,0,
pwr,total_leakage_power,13.0,nW
timing,fmax,60.7,MHz
drt,drt_iter0_drc,587,
clock_tree,cts_root_buffer,"clkbuf_16",
drt,drc,0,
outcome,status,"completed",
timing,slew_viol_final,0,
timing,relSlewSlack,37.0,%
timing,worstMarginPinSlew,936,ps
drt,vias_per_cell,5.20,
global_routing,gr-usage-all-layers,24.4,%
clock_tree,cts_tree,"built",
timing,setup_ws,4330,ps
global_routing,grt_pass1_wl,90900,um
drt,vias,17100,
synthesis,syn-cell-area,0.0247,mm2
pwr,peakVddDrop,0.000109,V
drt,routed_wl,54300,um
floorplan,num_io_pins,133,
placement,dp_slack,4300,ps
layout,layout_top_cells,"inv_1, fa_1, ha_1",
synthesis,synth_flops,144,
synthesis,ys.flop_type,"dfxtp_1",
clock_tree,clk_pin_slew,60,ps
timing,rsz0062_at_grt,"false",
timing,setup_viol,0,
critical_path,setup.worst_path.end_class,"primary output",
critical_path,cp_max_fo,7,
critical_path,setup.worst_path.start_class,"input pin",
clock_tree,cts_buffers,17,
synthesis,ys_seq_share,11.6,%
clock_tree,cts_resized,0,
timing,tns,0,ps
global_routing,antenna_found_initial,0,
placement,port-buffer-count,100,
cell usage after synthesis, types with 5 or more instances:
master and n:
o21bai_1 25, o31ai_1 8, o22ai_1 5, inv_1 518
nor2b_1 171, ha_1 249, nor2_1 69, a31oi_1 18
and4_1 5, buf_4 8, o21ai_0 78, a21oi_1 124
o221ai_1 7, xnor2_1 89, buf_1 14, mux4_2 14
a221oi_1 6, nor3_1 10, a211oi_1 18, nand2_1 64
a221o_1 5, nand2b_1 25, nand3_1 18, xor2_1 54
clkbuf_1 33, or3_1 12, and2_1 8, a21o_1 52
fa_1 411, a211o_1 5, a31o_2 5, nand4_1 7
or2_2 6, and3_1 12, mux2i_1 150, dfxtp_1 144
o211ai_1 17, nor3b_1 7, o21a_1 16
per-stage QoR:
| stage | cells | instance area [um2] | util [%] | hold slack (ps) |
|---|---|---|---|---|
| 2_1_floorplan | 2550 | 24700 | - | 506 |
| 3_3_place_gp | 3267 | 26400 | 54.0 | 532 |
| 6_report | 3297 | 27000 | 55.3 | 550 |
| 5_1_grt | 3297 | 27000 | 55.3 | 572 |
| 4_1_cts | 3297 | 27000 | 55.3 | 552 |
| 3_5_place_dp | 3267 | 26400 | 54.0 | 543 |
per-layer routing:
| layer | vias up | wire (um) | track usage [%] |
|---|---|---|---|
| met1 | 8292 | 24500 | 37.3 |
| met2 | 328 | 26000 | 38.9 |
| met4 | 0 | 1160 | 4.10 |
| met5 | - | 0 | 0 |
| li1 | 8456 | - | - |
| met3 | 66 | 2670 | 4.59 |
layout make-up:
class | count | share of cell area (%)
Timing Repair Buffer | 108 | 3.89
Inverter | 518 | 7.20
Multi-Input combinational cell | 1833 | 72.9
Tap cell | 664 | 3.07
Sequential cell | 144 | 10.7
Clock buffer | 21 | 1.74
Clock inverter | 9 | 0.574
power by group:
group	switching [mW]	leakage (nW)	total [mW]	internal, mW
clock	0.136	0.305	0.345	0.209
combinational	1.87	11.6	3.45	1.57
sequential	0.0282	1.18	0.317	0.289
cell families after synthesis:
| group | Yosys count |
|---|---|
| multiplexers | 165 |
| AND/OR/NAND/NOR | 427 |
| XOR/XNOR | 143 |
| flip-flops | 144 |
| buffers and inverters | 573 |
| AND-OR/OR-AND | 438 |
| adder cells (fa/ha/maj) | 660 |
critical path: stages:
cell and delay (ps):
clkdlybuf4s50_1 490, fa_1 510, ha_1 250, fa_1 410, a21oi_1 200, nor2_1 60
nor2_1 190, o21bai_1 120, a21oi_1 260, xnor2_1 110, fa_1 480, inv_1 50
fa_1 500, fa_1 540, fa_1 520, inv_1 40, ha_1 350, a21o_1 210
a221oi_1 690, o211ai_1 210, o21ai_0 210, nand2_1 100, o211a_1 190, a31oi_1 590
o21ai_0 370, clkdlybuf4s50_1 480
worst paths after layout:
check                                      to  slack (ps)  cells past startpoint
hold reg to reg   u_conv_R.b0[0]$_SDFFE_PN0P_         550                      2
setup reg to reg  u_conv_B.m0[7]$_SDFFE_PN0P_       19790                      2
hold / removal    u_conv_R.b0[0]$_SDFFE_PN0P_         550                      2
setup / recovery                 pixel_out[6]        4330                     26
Power is estimated from default activity; no workload was simulated.
