[design/flow/design.v]
package types;
    typedef enum logic [2:0] {
        R_TYPE = 3'b000,
        I_TYPE = 3'b001,
        S_TYPE = 3'b010,
        B_TYPE = 3'b011,
        U_TYPE = 3'b100,
        J_TYPE = 3'b101
    } inst_format_t;
    typedef enum logic [6:0] {
        OP_LUI       = 7'b0110111,
        OP_AUIPC     = 7'b0010111,
        OP_JAL       = 7'b1101111,
        OP_JALR      = 7'b1100111,
        OP_BRANCH    = 7'b1100011,
        OP_LOAD      = 7'b0000011,
        OP_STORE     = 7'b0100011,
        OP_OP_IMM    = 7'b0010011,
        OP_OP        = 7'b0110011,
        OP_MISC_MEM  = 7'b0001111,
        OP_SYSTEM    = 7'b1110011
    } opcode_t;
    typedef enum logic [2:0] {
        CMP_EQ   = 3'b000,
        CMP_NE   = 3'b001,
        CMP_LT   = 3'b100,
        CMP_GE   = 3'b101,
        CMP_LTU  = 3'b110,
        CMP_GEU  = 3'b111
    } cmp_op_t;
    typedef enum logic [3:0] {
        ALU_ADD  = 4'b0000,
        ALU_SUB  = 4'b1000,
        ALU_SLL  = 4'b0001,
        ALU_SLT  = 4'b0010,
        ALU_SLTU = 4'b0011,
        ALU_XOR  = 4'b0100,
        ALU_SRL  = 4'b0101,
        ALU_SRA  = 4'b1101,
        ALU_OR   = 4'b0110,
        ALU_AND  = 4'b0111
    } alu_op_t;
endpackage
module instruction_cache_controller #(
    parameter CACHE_SIZE = 1024,
    parameter BLOCK_SIZE = 64,
    parameter PREFETCH   = 8
)(
    input  logic        HCLK,
    input  logic        HRESETn,
    output logic [31:0] HADDR,
    output logic  [1:0] HTRANS,
    output logic  [2:0] HBURST,
    output logic  [2:0] HSIZE,
    input  logic [31:0] HRDATA,
    input  logic        HREADY,
    input  logic        HRESP,
    input  logic        pc_load_id,
    input  logic        pc_load_ex,
    input  logic [31:0] cpu_addr,
    output logic [31:0] cpu_data,
    output logic        cpu_ready,
    input  logic        cache_enable,
    output logic        cache_hit
);
    localparam NUM_BLOCKS = CACHE_SIZE / BLOCK_SIZE;
    localparam BLOCK_OFFSET_BITS = $clog2(BLOCK_SIZE);
    localparam INDEX_BITS = $clog2(NUM_BLOCKS);
    localparam TAG_BITS = 32 - INDEX_BITS - BLOCK_OFFSET_BITS;
    localparam [1:0] HTRANS_IDLE   = 2'b00;
    localparam [1:0] HTRANS_BUSY   = 2'b01;
    localparam [1:0] HTRANS_NONSEQ = 2'b10;
    localparam [1:0] HTRANS_SEQ    = 2'b11;
    logic [TAG_BITS-1:0]           tag_array   [NUM_BLOCKS-1:0];
    logic [BLOCK_SIZE/4-1:0][31:0] data_array  [NUM_BLOCKS-1:0];
    logic [BLOCK_SIZE/4-1:0]       valid_array [NUM_BLOCKS-1:0];
    logic [31:0] fetch_addr;
    logic            [TAG_BITS-1:0] req_tag;
    logic          [INDEX_BITS-1:0] req_index;
    logic [BLOCK_OFFSET_BITS-1-2:0] req_word;
    assign {req_tag, req_index, req_word} = cpu_addr[31:2];
    logic            [TAG_BITS-1:0] fetch_tag;
    logic          [INDEX_BITS-1:0] fetch_index;
    logic [BLOCK_OFFSET_BITS-1-2:0] fetch_word;
    assign {fetch_tag, fetch_index, fetch_word} = fetch_addr[31:2];
    logic tag_match;
    logic cache_valid;
    assign tag_match = (tag_array[req_index] == req_tag);
    assign cache_valid = valid_array[req_index][req_word];
    assign cache_hit = cache_enable && cache_valid && tag_match;
    logic [31:0] data;
    logic        data_ready;
    always_ff @(posedge HCLK) begin
        data <= data_array[req_index][req_word];
        data_ready <= cache_hit;
    end
    always_comb begin
        if (data_ready) begin
            cpu_data = data;
            cpu_ready = 1'b1;
        end
        else begin
            cpu_data = HRDATA;
            cpu_ready = (fetch_addr == cpu_addr) && HREADY;
        end
    end
    assign HSIZE = 3'b010;  
    assign HBURST = 3'b011;  
    logic [31:0] haddr4;
    assign haddr4 = HADDR + 4;
    always_ff @(posedge HCLK) begin
        if (!HRESETn) begin
            fetch_addr <= '0;
            HADDR  <= '0;
            HTRANS <= HTRANS_IDLE;
        end
        else if (HREADY) begin
            if (HTRANS == HTRANS_IDLE || (pc_load_ex && !cache_hit)) begin
                fetch_addr <= HADDR;
                HADDR  <= cpu_addr;
                HTRANS <= HTRANS_NONSEQ;
            end
            else begin
                if (HTRANS != HTRANS_BUSY) begin
                    fetch_addr <= HADDR;
                    HADDR  <= haddr4;
                end
                if (haddr4 - cpu_addr < 4*PREFETCH)
                    HTRANS <= HTRANS_SEQ;
                else if (pc_load_id)
                    HTRANS <= HTRANS_IDLE;
                else
                    HTRANS <= HTRANS_BUSY;
            end
        end
    end
    logic fetch_tag_match;
    logic [BLOCK_SIZE/4-1:0] valid_line;
    assign fetch_tag_match = (tag_array[fetch_index] == fetch_tag);
    always_comb begin
        valid_line = valid_array[fetch_index];
        if (!fetch_tag_match)
            valid_line = '0;
        valid_line[fetch_word] = 1'b1;
    end
    always_ff @(posedge HCLK) begin
        if (!HRESETn) begin
            for (int i = 0; i < NUM_BLOCKS; i++) begin
                valid_array[i] <= '0;
                tag_array[i] <= '0;
            end
        end
        else if (HREADY && fetch_addr != '0) begin
            if (!fetch_tag_match) begin
                tag_array[fetch_index] <= fetch_tag;
            end
            valid_array[fetch_index] <= valid_line;
            data_array[fetch_index][fetch_word] <= HRDATA;
        end
    end
endmodule
[design/flow/run.sh]
#!/bin/bash
# OpenROAD 26Q1-2900-gdf79404cd8, Yosys 0.63+post, stock flow scripts
make -C /OpenROAD-flow-scripts/flow DESIGN_CONFIG=/design/flow/config.mk WORK_HOME=/design/flow/orfs finish
[design/flow/config.mk]
export PLATFORM = sky130hd
export DESIGN_NAME = instruction_cache_controller
export DESIGN_NICKNAME = instruction_cache_controller
export VERILOG_FILES = /design/flow/design.v
export SDC_FILE = /design/flow/constraint.sdc
export NUM_CORES = 4
export LEC_CHECK = 1
export CORE_UTILIZATION = 30
export SYNTH_MEMORY_MAX_BITS = 65536
[design/flow/constraint.sdc]
current_design instruction_cache_controller

set clk_period 44.8
set clk_io_pct 0.2

create_clock -name clk0 -period $clk_period [get_ports {HCLK}]

set non_clock_inputs [all_inputs -no_clocks]
set_input_delay [expr $clk_period * $clk_io_pct] -clock clk0 $non_clock_inputs
set_output_delay [expr $clk_period * $clk_io_pct] -clock clk0 [all_outputs]
==> impl_metrics.env <==
# physical design summary
export IMPL_status="finished clean"
export IMPL_drt_first_iter_violations=12285
export IMPL_yosys_cells=15587
export IMPL_tool_warnings=34
export IMPL_syn_inst=15587
export IMPL_ys_types=83
export IMPL_period_needed_ps=22560
export IMPL_worst_ep_arrival_time_ps=13600
export IMPL_cp_required_ps=35840
export IMPL_drive_above_1_share_pct=31.98
export IMPL_setup_ws_ps=22240
export IMPL_worstSetupStartpointType="input port"
export IMPL_cts_root_buf="clkbuf_16"
export IMPL_final_cells=32898
export IMPL_clk_latency_ps=1210
export IMPL_vias_per_cell=5.181
export IMPL_edf_count=8800
export IMPL_layout_top_cell="edfxtp_1"
export IMPL_worst_path_buf_inv=4
export IMPL_std_cell_rows=398
export IMPL_syn_cell_area_um2=354000
export IMPL_crit_type="input port to output pin"
export IMPL_leakage_nw=115.5
export IMPL_grt_ovfl_total=0
export IMPL_hp_class="flip-flop to flip-flop"
export IMPL_cts_hold_buf=0
export IMPL_min_from="fetch_addr[1]"
export IMPL_ios=145
export IMPL_cts_max_level=6
export IMPL_switchingPower_w=0.003608
export IMPL_swShare_pct=21.42
export IMPL_placedCellCount=31186
export IMPL_maxSlewViolCount=0
export IMPL_p_int_w=0.01324
export IMPL_worst_pin_slew_ps=1269
export IMPL_finalClockPeriodUsage_pct=50.36
export IMPL_cts_sinks=8903
export IMPL_core_um2=1175000
export IMPL_synth_seq_share_pct=75.22
export IMPL_vias=170454
export IMPL_wire_per_inst_um=32.91
export IMPL_fp_util_pct=30.13
export IMPL_powerDensity_nw_per_um2=41.44
export IMPL_drc=0
export IMPL_cts_resized=0
export IMPL_timing_slew_headroom_pct=15.43
export IMPL_share_seq_of_total_power_pct=54.1
export IMPL_cts_tree="done"
export IMPL_grt_antenna_before_repair=113
export IMPL_clk_transition_reported_paths_ps=60
export IMPL_hold_viol=0
export IMPL_hpwl_mm=646.1
export IMPL_power_frac_comb_pct=4.5
export IMPL_preCtsSetupSlack_ps=22250
export IMPL_detail_route_antenna_nets=0
export IMPL_setup_viol=0
export IMPL_critPathMaxStageDelay_ps=730
export IMPL_lay_top_cells="8800 x edfxtp_1, 3011 x mux4_2, 861 x buf_4"
export IMPL_fmax_ghz=0.04433
export IMPL_fp_dieW_mm=1.088
export IMPL_end_kind="output pin"
export IMPL_cts_buffer_depth=5
export IMPL_cp_startpoint="cpu_addr[8]"
export IMPL_gp_congestion=0.9034
export IMPL_grtUsageTotal_pct=19.59
export IMPL_fillCellCount=106623
export IMPL_fin_tns_setup_ps=0
export IMPL_critPathTopFamily="buffers and inverters"
export IMPL_synthFlopType="edfxtp_1"
export IMPL_grt_max_degree=92
export IMPL_cts_buffers_inserted=837
export IMPL_path_max_fanout=50
export IMPL_totalWireLength_mm=1083
export IMPL_firstDrtPassIters=6
export IMPL_fin_util_pct=34.59
export IMPL_port_buffers=137
export IMPL_grt_pass1_vias=188745
export IMPL_cpMaxStageDelayCell="buf_4"
export IMPL_path_cells="buf_8 -> buf_4 -> buf_4 -> mux4_2 -> mux2_2 -> nand3_1 -> a41oi_1 -> o211ai_1 -> nor4_2 -> and3_1 -> clkdlybuf4s50_1"
export IMPL_yosys_stat_area_um2=354000
export IMPL_rsz0062_at_grt="false"
export IMPL_irDropWorstVdd_uv=35.04
export IMPL_ys_warnings_count=1
export IMPL_ys_ff=8903
export IMPL_avgSynthCellArea_um2=22.71
export IMPL_p_clk_share_pct=41.4
export IMPL_die_y_mm=1.088
export IMPL_syn2layout_area_growth_pct=14.81
export IMPL_die_area_um2=1184000
export IMPL_path_common_cell="buf_4"
export IMPL_cts_setup_buffers=0
export IMPL_grt_pass1_wl_mm=1488
export IMPL_drv_cap=0
export IMPL_fin_skew_ps=187.8
export IMPL_synth_async_reset_ratio_pct=0
[per-layer routing]
metal | share of wire [%] | track usage (%)
met2 | 45 | 28.08
met5 | 0.28 | 3.526
met3 | 22 | 18.96
met4 | 6.5 | 9.795
met1 | 26 | 17.47
[metrics by stage]
stage	power, W	cell area, um^2	hold slack [ps]
6_report	0.01684	406500	549.0
2_1_floorplan	0.009722	354100	473.8
3_5_place_dp	0.01005	379500	539.1
5_1_grt	0.01726	406300	568.7
4_1_cts	0.01694	406000	550.5
3_3_place_gp	0.01005	379500	548.3
[worst paths after layout]
| kind | endpoint | slack, ps | depth (start not counted) |
|---|---|---|---|
| worst max-delay path | cache_hit | 22240 | 11 |
| worst min-delay path | fetch_addr[1] | 550 | 2 |
| worst max register to register | tag_array[11][8] | 38450 | 13 |
| worst min register to register | fetch_addr[1] | 550 | 2 |
[synthesized netlist by cell type (all sizes together) (47+ instances only)]
cell type  number  area [um^2]
clkbuf        494         1854
buf           524         2726
mux4         3011        67810
mux2           47        529.3
edfxtp       8800       264300
inv            49        183.9
dfxtp         103         2062
and2          648         4054
nor2          887         3332
xnor2         105        919.6
nand2         168        630.6
a21oi          80        400.4
mux2i         159         1592
nand3          71        355.3
[layout make-up]
class                      count  area, um^2  area share [%]
sequential                  8903      266300           65.52
antenna                      203       508.0          0.1250
clock buffer                1022       21920           5.394
clock inverter               487        4528           1.114
inverter                      52       211.5         0.05202
tap                        15600       19520           4.802
multi-input combinational   5618       85430           21.02
timing repair buffer        1013        8025           1.974
[power groups by stage]
stage / logic (W) / clock network (W) / registers (W)
global route: 0.000797 / 0.00736 / 0.00911
CTS: 0.000761 / 0.00707 / 0.00911
finish: 0.000763 / 0.00697 / 0.00912
[tightest hold or removal path, cell delays in order (launching register included)]
cell and delay, ps:
dfxtp_1 330, mux2i_1 130, nor2_1 50
[cell families (layout without fill, tap and decap cells)]
logic type / Yosys count / after routing / share of synthesized area, %
simple gates: 1917 / 1917 / 2.619
compound gates: 315 / 315 / 0.6117
flops: 8903 / 8903 / 75.22
buf+inv: 1070 / 2574 / 1.349
mux: 3217 / 3217 / 19.75
xor+xnor: 125 / 125 / 0.3092
fa+ha+maj: 38 / 38 / 0.1343
other cells: 2 / 209 / 0.002121
[state kept, by name (all words and copies together) (netlist names), named ones only]
| register | count |
|---|---|
| HADDR | 32 |
| HTRANS | 2 |
| data | 32 |
| data_array | 8192 |
| fetch_addr | 32 |
| tag_array | 352 |
| data_ready | 1 |
| valid_array | 256 |
Power figures rest on the tool's default switching activity, not on a simulated workload.
